**design/flow/run.sh**
```bash
#!/bin/bash
# OpenROAD 26Q1-2900-gdf79404cd8, Yosys 0.63+post, stock flow scripts
make -C /OpenROAD-flow-scripts/flow DESIGN_CONFIG=/design/flow/config.mk WORK_HOME=/design/flow/orfs finish
```
**design/flow/config.mk**
```make
export PLATFORM = sky130hd
export DESIGN_NAME = regfile
export DESIGN_NICKNAME = regfile
export VERILOG_FILES = /design/flow/design.v
export SDC_FILE = /design/flow/constraint.sdc
export NUM_CORES = 4
export LEC_CHECK = 1
export CORE_UTILIZATION = 30
```
**design/flow/constraint.sdc**
```tcl
current_design regfile

set clk_period 3.4
set clk_io_pct 0.2

create_clock -name clk0 -period $clk_period [get_ports {clk}]

set non_clock_inputs [all_inputs -no_clocks]
set_input_delay [expr $clk_period * $clk_io_pct] -clock clk0 $non_clock_inputs
set_output_delay [expr $clk_period * $clk_io_pct] -clock clk0 [all_outputs]
```
**design/flow/design.v**
```verilog
`timescale 1ns / 1ps
module regfile(
        output logic [15:0] rd0_data, rd1_data,
        input logic rst, clk, wr_en, 
        input logic [2:0] rd0_addr, rd1_addr, wr_addr,
        input logic [15:0] wr_data
    );
    reg [15:0] register_array [0:7];
    assign rd0_data = register_array[rd0_addr];
    assign rd1_data = register_array[rd1_addr];
    always @ (posedge clk, posedge rst) 
    begin
        if (rst)
            for (int i = 0; i < 8; i++) register_array[i] <= 16'b0;
        else
            if (wr_en) register_array[wr_addr] <= wr_data;
    end   
endmodule
module TwoToOneMux (
    input logic sel_mux,
    input logic [15:0] a, b,
    output logic [15:0] out
    );
    assign out = sel_mux? b : a;
endmodule
module alu(
    input logic signed[15:0]a,
    input logic signed[15:0]b,
    input logic [3:0]s,
    output logic signed[15:0]f,
    output logic take_branch,
    output logic ovf
    );
    always @ (a, b, s) 
    begin
    case(s)
        4'b0000 :  
            begin
                f = a + b;
                ovf = !a[15] & !b[15] & f[15] | a[15] & b[15] & !f[15];
                take_branch = 0;
            end
        4'b0001 :  
            begin
                f = ~b;
                ovf = 0;
                take_branch = 0;
            end
        4'b0010 :  
            begin
                f = a & b;
                ovf = 0;
                take_branch = 0;
            end
        4'b0011 :  
            begin
                f = a | b;
                ovf = 0;
                take_branch = 0;
            end
        4'b0100 :  
            begin
                f = a >>> b;
                ovf = 0;
                take_branch = 0;
            end
        4'b0101 :  
            begin
                f = a << b;
                ovf = 0;
                take_branch = 0;
            end
        4'b0110 :  
            begin
                take_branch = a? 0:1;
                f = 0;
                ovf = 0;
            end
        4'b0111 :  
            begin
                take_branch = a? 1:0;
                f = 0;
                ovf = 0;
            end
        4'b1000 :  
            begin
                f = a ^ b;
                ovf = 0;
                take_branch = 0;
            end  
        default :  
            begin
                f = 0;
                ovf = 0;
                take_branch = 0;     
            end
    endcase
    end
endmodule
```
==> run summary <==
Results of the full flow below.

Global route:
- The run gives the overflow left after global routing as 0.
- The run gives the wire length of the first global-routing pass as 31200 um.
- Entering global routing, the biggest net connects 129 pins.
- The run gives the via count of the first global-routing pass as 5277.
- The run gives the total routing usage reported by global routing as 0.175.
- The run puts the initial antenna violation count at 0.

Floorplanning:
- The run puts the I/O pin count at 60.
- The chip occupies 0.0242 mm^2.
- The run puts the core area at 0.0229 mm^2.
- The share of the core area taken by cells at floorplan is 0.309.
- The run gives the width of the die as 156 um.
- The run gives the chip height as 156 um.
- The report lists the number of standard-cell rows as 55.

Final timing:
- The run gives the setup skew after layout as 0 ps.
- The run puts the minimum clock period at 3280 ps.
- Setup repair after global routing left no endpoint under its margin.
- The run puts the peak clock frequency supported by timing at 0.305 GHz.
- Summed over all failing endpoints, the final setup total negative slack is 0 ps.
- The run gives the slew at the pin closest to its max-slew limit as 771 ps.
- The critical path in the final layout is reported with a setup slack of 123 ps.
- Checking max transition, the worst relative margin is 0.486.
- Per the finish-stage timing summary, setup violations number 0.
- In the final report, the number of hold violations comes to 0.
- The run puts the max-slew violation total from the final report at 0.
- The run puts the period utilization at 0.964.

Yosys:
- The synthesis report lists the Yosys warning total as 2.
- Of the total synthesized cell area, the portion taken by AND-OR and OR-AND cells is 0.134.
- For this run, the leading register cell type out of synthesis is sky130_fd_sc_hd__dfrtp_1.
- The run puts the adder-cell area share of the yosys netlist at 0.
- The run puts the post-synth area from yosys stat at 0.00708 mm^2.
- The commonest cells after synthesis are sky130_fd_sc_hd__mux2_2 (140), sky130_fd_sc_hd__dfrtp_1 (128), sky130_fd_sc_hd__o21ai_0 (36).
- The run gives the yosys stat cell total as 616.
- The main area contributors are sky130_fd_sc_hd__dfrtp_1 (45%), sky130_fd_sc_hd__mux2_2 (22%), sky130_fd_sc_hd__mux2i_1 (4.9%).
- The run puts the number of storage elements in the synthesis netlist at 128.
- Counting flops with a built-in enable in the synthesized netlist gives 0.
- The run gives the area fraction in xor and xnor cells as 0.
- Per the post-synthesis stats, the area per cell is 11.5 um^2.
- The run puts the fraction of synthesized cell area taken by the top area cell type at 0.452.
- The run puts the share of flip-flops with an asynchronous set or reset after synthesis at 1.00.
- sky130_fd_sc_hd__dfrtp_1 takes more of the synthesized area than any other cell.
- The run gives the most frequent cell after synthesis as sky130_fd_sc_hd__mux2_2.
- Yosys reports the multiplexer fraction of the synthesized area as 0.278.
- The run puts the fraction of the yosys area taken by sequential cells at 0.452.
- Among the non-sequential cells, multiplexers take the most area.
- The run gives the tally of unique sky130hd cells used after synthesis as 37.
- The run gives the simple logic cell fraction of the synthesized area as 0.0892.
- The run gives the post-synthesis instance total as 616.
- The run puts the netlist area before placement at 0.00708 mm^2.

Clock tree:
- The run gives the clock tree from TritonCTS as done.
- The run gives the CTS buffer count as 17.
- The run puts the total number of clock tree sinks at 128.
- The tree is rooted in a sky130_fd_sc_hd__clkbuf_16.
- The H-tree was split into 4 levels.
- The run puts the clock-pin transition on the worst setup and hold timing paths at 60 ps.
- The run gives the total of cells resized after clock tree synthesis as 0.
- Clock latency on the worst-skew pair, taken at its later pin, is 410 ps.
- The run puts the maximum buffer depth of the clock tree at 2.
- The run gives the post-cts hold buffer count as 0.
- The run puts the post-CTS setup-driven buffer insertion count at 0.

Power:
- The run gives the cell leakage power as 0.00359 uW.
- The run gives the portion of total power attributed to combinational logic as 0.217.
- For this design the ratio of total power to cell area is 579 mW/mm^2.
- The run gives the total internal power as 3700 uW.
- The power report puts the net switching power at 1380 uW.
- The run gives the net switching fraction of the power as 0.272.
- The run puts the share of total power in the clock network at 0.367.
- The run gives the part of the power in registers as 0.416.
- The run puts the worst ir drop on vdd at 322 uV.

Route:
- After detailed routing, the average wire length per cell comes to 19.8 um.
- The run gives the count of unresolved DRC violations after routing as 0.
- The run gives the sum of routed wire length over all layers as 20100 um.
- The run puts the routed via count at 5253.
- The run gives the number of nets with antenna violations after routing as 0.
- Dividing the detail-routed via count by the number of cells gives 5.20.
- The run puts the number of design-rule violations left by the first detailed-router iteration at 371.
- The run gives the number of antenna diodes as 0.
- In the log, the iteration count for the first detailed-route pass is 4.

Worst setup path:
- The run puts the worst path arrival time at 2600 ps.
- The run gives the critical-path maximum fanout as 7.
- The worst setup path is launched from a primary input.
- The run gives the required time of the critical path as 2720 ps.
- The critical path is of the in2out type.
- The worst setup path is captured at an output pin.
- The run puts the setup slack on the worst flop-to-flop path at 2610 ps.

Status:
- The flow ran to the end, and the final reports show no timing, DRC or antenna violations.

Layout:
- The run puts the multi-input combinational cell area at 0.00356 mm^2.
- The layout has 2171 filler cells.
- From synthesis to final layout, the design area changed by 23.7%.
- The run gives the register name with the most flops as register_array.
- In the final layout, the registers with the most flip-flops are register_array: 128 flops.
- The run puts the area occupied by registers at 0.00320 mm^2.
- In the final layout, the share of cells above drive strength 1 is 0.328.
- The register with the most flip-flops in the layout has 128 of them.

Job:
- The run puts the max-cap check violation count at 0.
- The run gives the number of OpenROAD warnings as 27.

Min path:
- The run gives the worst hold-check path type as reg2reg.

Placed design:
- The final weighted congestion recorded by global placement is 0.838.
- The run puts the sum of net half-perimeters after detailed placement at 12800 um.
- The run puts the placement-stage worst setup slack at 128 ps.
- The run puts the count of input and output buffers at 59.
==> layout by cell type (no fill, tap or decap), types with 22 or more instances in the layout <==
cell and count:
sky130_fd_sc_hd__mux2_2 140, sky130_fd_sc_hd__dfrtp_1 128, sky130_fd_sc_hd__clkdlybuf4s50_1 55, sky130_fd_sc_hd__o21ai_0 36, sky130_fd_sc_hd__mux2i_1 35, sky130_fd_sc_hd__buf_4 33
sky130_fd_sc_hd__nand2_1 31, sky130_fd_sc_hd__nor2_1 26, sky130_fd_sc_hd__nor2b_1 24, sky130_fd_sc_hd__a22oi_1 22
==> cells by family (layout without fill, tap and decap cells) <==
kind of cell,after synthesis,after routing
flops,128,128
simple gates,109,109
buf+inv,62,144
mux,177,177
compound gates,140,140
==> metal layers <==
| layer | vias up | part of all wire | GRT usage |
|---|---|---|---|
| met2 | 145 | 0.47 | 0.277 |
| li1 | 2438 | - | - |
| met3 | 22 | 0.060 | 0.0342 |
| met4 | 0 | 0.015 | 0.0224 |
| met5 | - | 0 | 0 |
| met1 | 2648 | 0.46 | 0.262 |
==> per-stage QoR <==
| step | cells | hold slack (ps) | power [uW] | util | cell area (um^2) |
|---|---|---|---|---|---|
| 2_1_floorplan | 616 | 489 | 2780 | - | 7090 |
| 3_3_place_gp | 979 | 507 | 3220 | 0.356 | 8160 |
| 3_5_place_dp | 979 | 511 | 3240 | 0.356 | 8160 |
| 4_1_cts | 1011 | 528 | 5120 | 0.382 | 8760 |
| 5_1_grt | 1011 | 541 | 5340 | 0.382 | 8760 |
| 6_report | 1011 | 524 | 5070 | 0.382 | 8760 |
==> power by group through the flow <==
| stage | clock network, uW | logic, uW | registers, uW |
|---|---|---|---|
| 4_1_cts | 1900 | 1110 | 2110 |
| 5_1_grt | 1970 | 1210 | 2160 |
| 6_report | 1860 | 1100 | 2110 |
==> area by class of cell <==
class | count | share of cell area
Inverter | 13 | 0.00600
Timing Repair Buffer | 99 | 0.108
Sequential cell | 128 | 0.366
Clock buffer | 19 | 0.0505
Multi-Input combinational cell | 426 | 0.406
Clock inverter | 13 | 0.0184
Tap cell | 313 | 0.0447
==> final timing paths <==
path,end,from,depth (start not counted)
max in group asynchronous,register_array[4][8]$_DFFE_PP0P_,rst,3
min,register_array[4][11]$_DFFE_PP0P_,register_array[4][11]$_DFFE_PP0P_,1
max,rd1_data[4],rd1_addr[0],6
min reg2reg,register_array[4][11]$_DFFE_PP0P_,register_array[4][11]$_DFFE_PP0P_,1
max reg2reg,register_array[5][9]$_DFFE_PP0P_,register_array[5][9]$_DFFE_PP0P_,1
min in group asynchronous,register_array[2][14]$_DFFE_PP0P_,rst,3
==> critical path, stage by stage <==
cell and delay [ps]:
sky130_fd_sc_hd__clkdlybuf4s50_1 510, sky130_fd_sc_hd__nor2_1 330, sky130_fd_sc_hd__buf_4 240, sky130_fd_sc_hd__o21ai_0 90, sky130_fd_sc_hd__a31oi_1 220, sky130_fd_sc_hd__clkdlybuf4s50_1 520
Power figures rest on the tool's default switching activity, not on a simulated workload.
